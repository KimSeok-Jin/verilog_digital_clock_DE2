==> ./design.v <==
module DIGITALCLOCK( 
                    SEG0, SEG1, SEG2, SEG3, SEG4, SEG5, SEG6, SEG7,
                    CLK, RSTN, SET, KEY3, KEY2, KEY1
                    );
   input CLK, RSTN, SET, KEY3, KEY2, KEY1;
   output [6:0] SEG0, SEG1, SEG2, SEG3, SEG4, SEG5, SEG6, SEG7;
   reg [3:0] SEC0, SEC1, MIN0, MIN1, HOUR0, HOUR1, DAY0, DAY1;
   reg [3:0] NEXT_SEC0, NEXT_SEC1, NEXT_MIN0, NEXT_MIN1, NEXT_HOUR0, NEXT_HOUR1, NEXT_DAY0, NEXT_DAY1;
   reg [24:0]  CNT, NEXT_CNT;
	reg MODE, NEXT_MODE;
	wire [3:0] SSEC0, SSEC1, SMIN0, SMIN1, SHOUR0, SHOUR1, SDAY0, SDAY1;
	wire [3:0] OUT0, OUT1, OUT2, OUT3, OUT4, OUT5, OUT6, OUT7;
	TIME_SET TS (
      .SSEC0(SSEC0),
      .SSEC1(SSEC1),
      .SMIN0(SMIN0),
      .SMIN1(SMIN1),
      .SHOUR0(SHOUR0),
      .SHOUR1(SHOUR1),
      .SDAY0(SDAY0),
      .SDAY1(SDAY1),
      .CLK(CLK),
      .SET(SET),
      .RSTN(RSTN),
		.KEY3(KEY3),
	   .KEY2(KEY2),
		.KEY1(KEY1)
    );
    always @(posedge CLK, negedge RSTN) begin
		if(!RSTN) begin
			SEC0<=0; SEC1<=0;
			MIN0<=0; MIN1<=0;
			HOUR0<=0; HOUR1<=0;
			DAY0<=1; DAY1<=0;
			CNT<=1;
			MODE<=0;
		end
		else begin
			SEC0<=NEXT_SEC0; SEC1<=NEXT_SEC1;
			MIN0<=NEXT_MIN0; MIN1<=NEXT_MIN1;
			HOUR0<=NEXT_HOUR0; HOUR1<=NEXT_HOUR1;
			DAY0<=NEXT_DAY0; DAY1<=NEXT_DAY1;
			CNT<=NEXT_CNT;
			MODE<=NEXT_MODE;
		end
    end
	always @(*) begin
		NEXT_CNT=(CNT==25'd25000000)? 25'd1:25'd1+CNT;
		if (CNT==25'd25000000) begin
			if (SET==1) begin
				NEXT_MODE=1;
				NEXT_SEC0=SSEC0;
				NEXT_SEC1=SSEC1;
				NEXT_MIN0=SMIN0;
				NEXT_MIN1=SMIN1;
				NEXT_HOUR0=SHOUR0;
				NEXT_HOUR1=SHOUR1;
				NEXT_DAY0=SDAY0;
				NEXT_DAY1=SDAY1;
			end
			else begin
				NEXT_MODE=0;
				if ((SEC1==5)&&(SEC0==9)) begin
					if ((MIN1==5)&&(MIN0==9)) begin
						if((HOUR1==2)&&(HOUR0==3)) begin
							if((DAY1==3)&&(DAY0==1)) begin
								NEXT_DAY1=0;
								NEXT_DAY0=1;
								NEXT_HOUR1=0;
								NEXT_HOUR0=0;
								NEXT_MIN1=0;
								NEXT_MIN0=0;
								NEXT_SEC1=0;
								NEXT_SEC0=0;
							end
							else begin
								NEXT_HOUR1=0;
								NEXT_HOUR0=0;
								NEXT_MIN1=0;
								NEXT_MIN0=0;
								NEXT_SEC1=0;
								NEXT_SEC0=0;
								if(DAY0==9) begin
									NEXT_DAY1=DAY1+1;
									NEXT_DAY0=0;
								end
								else begin
									NEXT_DAY1=DAY1;
									NEXT_DAY0=DAY0+1;
								end
							end
						end
						else begin
							NEXT_DAY1=DAY1;
							NEXT_DAY0=DAY0;
							NEXT_MIN1=0;
							NEXT_MIN0=0;
							NEXT_SEC1=0;
							NEXT_SEC0=0;
							if(HOUR0==9) begin
								NEXT_HOUR1=HOUR1+1;
								NEXT_HOUR0=0;
							end
							else begin
								NEXT_HOUR1=HOUR1;
								NEXT_HOUR0=HOUR0+1;
							end
						end
					end
					else begin
						NEXT_DAY1=DAY1;
						NEXT_DAY0=DAY0;
						NEXT_HOUR1=HOUR1;
						NEXT_HOUR0=HOUR0;
						NEXT_SEC1=0;
						NEXT_SEC0=0;
						if(MIN0==9) begin
							NEXT_MIN1=MIN1+1;
							NEXT_MIN0=0;
						end
						else begin
							NEXT_MIN1=MIN1;
							NEXT_MIN0=MIN0+1;
						end
					end
				end
				else begin
					NEXT_DAY1=DAY1;
					NEXT_DAY0=DAY0;
					NEXT_HOUR1=HOUR1;
					NEXT_HOUR0=HOUR0;			
					NEXT_MIN1=MIN1;
					NEXT_MIN0=MIN0;
					if(SEC0==9) begin
						NEXT_SEC1=SEC1+1;
						NEXT_SEC0=0;
					end
					else begin
						NEXT_SEC1=SEC1;
						NEXT_SEC0=SEC0+1;
					end
				end
			end
		end
		else begin
			NEXT_SEC0=SEC0;
			NEXT_SEC1=SEC1;
			NEXT_MIN0=MIN0;
			NEXT_MIN1=MIN1;
			NEXT_HOUR0=HOUR0;
			NEXT_HOUR1=HOUR1;
			NEXT_DAY0=DAY0;
			NEXT_DAY1=DAY1;
			NEXT_MODE=MODE;
		end
	end
	assign OUT0 = (MODE)? SSEC0:SEC0;
	assign OUT1 = (MODE)? SSEC1:SEC1;
	assign OUT2 = (MODE)? SMIN0:MIN0;
	assign OUT3 = (MODE)? SMIN1:MIN1;
	assign OUT4 = (MODE)? SHOUR0:HOUR0;
	assign OUT5 = (MODE)? SHOUR1:HOUR1;
	assign OUT6 = (MODE)? SDAY0:DAY0;
	assign OUT7 = (MODE)? SDAY1:DAY1;
	SEG7 SEG_0(
		.IN(OUT0),
		.SEG(SEG0)
	);
	SEG7 SEG_1(
		.IN(OUT1),
		.SEG(SEG1)
	);
	SEG7 SEG_2(
		.IN(OUT2),
		.SEG(SEG2)
	);
	SEG7 SEG_3(
		.IN(OUT3),
		.SEG(SEG3)
	);
	SEG7 SEG_4(
		.IN(OUT4),
		.SEG(SEG4)
	);
	SEG7 SEG_5(
		.IN(OUT5),
		.SEG(SEG5)
	);
	SEG7 SEG_6(
		.IN(OUT6),
		.SEG(SEG6)
	);
	SEG7 SEG_7(
		.IN(OUT7),
		.SEG(SEG7)
	);
endmodule
module SEG7( 
                    SEG,
                    IN
                    );
    input [3:0] IN;	
    output reg [6:0] SEG;
	always @(*) begin
        case (IN)
			4'b0000: SEG = 7'b1000000;  
			4'b0001: SEG = 7'b1111001;  
			4'b0010: SEG = 7'b0100100;  
			4'b0011: SEG = 7'b0110000;  
			4'b0100: SEG = 7'b0011001;  
			4'b0101: SEG = 7'b0010010;  
			4'b0110: SEG = 7'b0000010;  
			4'b0111: SEG = 7'b1111000;  
			4'b1000: SEG = 7'b0000000;  
			4'b1001: SEG = 7'b0010000;  
			4'b1010: SEG = 7'b0001000;  
			4'b1011: SEG = 7'b0000011;  
			4'b1100: SEG = 7'b1000110;  
			4'b1101: SEG = 7'b0100001;  
			4'b1110: SEG = 7'b0000110;  
			4'b1111: SEG = 7'b0001110;  
			default: SEG = 7'b1111111;  
        endcase
	end
endmodule
module TIME_SET(
    SSEC0, SSEC1, SMIN0, SMIN1, SHOUR0, SHOUR1, SDAY0, SDAY1,
    CLK, RSTN, SET, KEY3, KEY2, KEY1
);
   input CLK, RSTN, SET, KEY3, KEY2, KEY1; 
   output reg [3:0] SSEC0, SSEC1, SMIN0, SMIN1, SHOUR0, SHOUR1, SDAY0, SDAY1;
   reg [3:0] N_SSEC0, N_SSEC1, N_SMIN0, N_SMIN1, N_SHOUR0, N_SHOUR1, N_SDAY0, N_SDAY1;
   reg [2:0] KEY_CNT;
   reg [24:0] CLK_CNT;
   reg CLK_1;
	reg KEY3_SYNC0, KEY3_SYNC1, KEY2_SYNC0, KEY2_SYNC1, KEY1_SYNC0, KEY1_SYNC1;
	wire KEY3_STABLE, KEY2_STABLE, KEY1_STABLE;
   reg KEY3_PRESSED, KEY2_PRESSED, KEY1_PRESSED;
   always @(posedge CLK, negedge RSTN) begin
		if (!RSTN) begin
			CLK_CNT <= 25'd1;
         CLK_1 <= 1;
      end 
		else begin
            if (CLK_CNT == 25'd25000) begin
                CLK_CNT <= 25'd1;
                CLK_1 <= ~CLK_1;  
            end 
			else CLK_CNT <= CLK_CNT + 1'b1;
        end
    end
    always @(posedge CLK, negedge RSTN) begin
        if (!RSTN) begin
            KEY3_SYNC0 <= 1'b0;
            KEY3_SYNC1 <= 1'b0;			
            KEY2_SYNC0 <= 1'b0;
            KEY2_SYNC1 <= 1'b0;
            KEY1_SYNC0 <= 1'b0;
            KEY1_SYNC1 <= 1'b0;
        end 
		else begin
            KEY3_SYNC0 <= KEY3;  
            KEY3_SYNC1 <= KEY3_SYNC0;			
            KEY2_SYNC0 <= KEY2;
            KEY2_SYNC1 <= KEY2_SYNC0;
            KEY1_SYNC0 <= KEY1;
            KEY1_SYNC1 <= KEY1_SYNC0;
        end
    end
    assign KEY3_STABLE = KEY3_SYNC1;
    assign KEY2_STABLE = KEY2_SYNC1;
    assign KEY1_STABLE = KEY1_SYNC1;
    always @(posedge CLK_1, negedge RSTN) begin
        if (!RSTN) begin
            SSEC0 <= 0; SSEC1 <= 0;
            SMIN0 <= 0; SMIN1 <= 0;
            SHOUR0 <= 0; SHOUR1 <= 0;
            SDAY0 <= 1; SDAY1 <= 0;
            KEY_CNT <= 0;
            KEY3_PRESSED <= 0;
            KEY2_PRESSED <= 0;
            KEY1_PRESSED <= 0;
        end
		else if (SET) begin
            if (KEY3_STABLE && !KEY3_PRESSED) begin
                if (KEY_CNT == 4) KEY_CNT <= 1;
                else KEY_CNT <= KEY_CNT + 1;
                KEY3_PRESSED <= 1;
            end 
				else if (!KEY3_STABLE) KEY3_PRESSED <= 0;
            else KEY3_PRESSED <= KEY3_PRESSED;
            case (KEY_CNT)
                1: begin  
                    if (KEY2_STABLE && !KEY2_PRESSED) begin
                        if ((SDAY1 == 3) && (SDAY0 == 1)) begin
                            SDAY1 <= 0;
                            SDAY0 <= 1;
                        end 
						else if (SDAY0 == 9) begin
                            SDAY1 <= SDAY1 + 1;
                            SDAY0 <= 0;
                        end 
						else begin
                            SDAY0 <= SDAY0 + 1;
                        end
                        KEY2_PRESSED <= 1;
                    end 
					else if (!KEY2_STABLE) begin
                        KEY2_PRESSED <= 0;
                    end 
					else begin
                        KEY2_PRESSED <= KEY2_PRESSED;
                    end
                    if (KEY1_STABLE && !KEY1_PRESSED) begin
                        if ((SDAY1 == 0) && (SDAY0 == 1)) begin
                            SDAY1 <= 3;
                            SDAY0 <= 1;
                        end 
						else if (SDAY0 == 0) begin
                            SDAY1 <= SDAY1 - 1;
                            SDAY0 <= 9;
                        end 
						else begin
                            SDAY0 <= SDAY0 - 1;
                        end
                        KEY1_PRESSED <= 1;
                    end 
					else if (!KEY1_STABLE) begin
                        KEY1_PRESSED <= 0;
                    end 
					else begin
                        KEY1_PRESSED <= KEY1_PRESSED;
                    end
                end
                2: begin  
                    if (KEY2_STABLE && !KEY2_PRESSED) begin
                        if ((SHOUR1 == 2) && (SHOUR0 == 3)) begin
                            SHOUR1 <= 0;
                            SHOUR0 <= 0;
                        end 
						else if (SHOUR0 == 9) begin
                            SHOUR1 <= SHOUR1 + 1;
                            SHOUR0 <= 0;
                        end 
						else begin
                            SHOUR0 <= SHOUR0 + 1;
                        end
                        KEY2_PRESSED <= 1;
                    end 
					else if (!KEY2_STABLE) begin
                        KEY2_PRESSED <= 0;
                    end 
					else begin
                        KEY2_PRESSED <= KEY2_PRESSED;
                    end
                    if (KEY1_STABLE && !KEY1_PRESSED) begin
                        if ((SHOUR1 == 0) && (SHOUR0 == 0)) begin
                            SHOUR1 <= 2;
                            SHOUR0 <= 3;
                        end 
						else if (SHOUR0 == 0) begin
                            SHOUR1 <= SHOUR1 - 1;
                            SHOUR0 <= 9;
                        end 
						else begin
                            SHOUR0 <= SHOUR0 - 1;
                        end
                        KEY1_PRESSED <= 1;
                    end 
					else if (!KEY1_STABLE) begin
                        KEY1_PRESSED <= 0;
                    end 
					else begin
                        KEY1_PRESSED <= KEY1_PRESSED;
                    end
                end
                3: begin  
                    if (KEY2_STABLE && !KEY2_PRESSED) begin
                        if ((SMIN1 == 5) && (SMIN0 == 9)) begin
                            SMIN1 <= 0;
                            SMIN0 <= 0;
                        end else if (SMIN0 == 9) begin
                            SMIN1 <= SMIN1 + 1;
                            SMIN0 <= 0;
                        end else begin
                            SMIN0 <= SMIN0 + 1;
                        end
                        KEY2_PRESSED <= 1;
                    end 
					else if (!KEY2_STABLE) begin
                        KEY2_PRESSED <= 0;
                    end 
					else begin
                        KEY2_PRESSED <= KEY2_PRESSED;
                    end
                    if (KEY1_STABLE && !KEY1_PRESSED) begin
                        if ((SMIN1 == 0) && (SMIN0 == 0)) begin
                            SMIN1 <= 5;
                            SMIN0 <= 9;
                        end 
						else if (SMIN0 == 0) begin
                            SMIN1 <= SMIN1 - 1;
                            SMIN0 <= 9;
                        end 
						else begin
                            SMIN0 <= SMIN0 - 1;
                        end
                        KEY1_PRESSED <= 1;
                    end 
					else if (!KEY1_STABLE) begin
                        KEY1_PRESSED <= 0;
                    end 
					else begin
                        KEY1_PRESSED <= KEY1_PRESSED;
                    end
                end
                4: begin  
                    if (KEY2_STABLE && !KEY2_PRESSED) begin
                        if ((SSEC1 == 5) && (SSEC0 == 9)) begin
                            SSEC1 <= 0;
                            SSEC0 <= 0;
                        end 
						else if (SSEC0 == 9) begin
                            SSEC1 <= SSEC1 + 1;
                            SSEC0 <= 0;
                        end 
						else begin
                            SSEC0 <= SSEC0 + 1;
                        end
                        KEY2_PRESSED <= 1;
                    end 
					else if (!KEY2_STABLE) begin
                        KEY2_PRESSED <= 0;
                    end 
					else begin
                        KEY2_PRESSED <= KEY2_PRESSED;
                    end
                    if (KEY1_STABLE && !KEY1_PRESSED) begin
                        if ((SSEC1 == 0) && (SSEC0 == 0)) begin
                            SSEC1 <= 5;
                            SSEC0 <= 9;
                        end 
						else if (SSEC0 == 0) begin
                            SSEC1 <= SSEC1 - 1;
                            SSEC0 <= 9;
                        end 
						else begin
                            SSEC0 <= SSEC0 - 1;
                        end
                        KEY1_PRESSED <= 1;
                    end 
					else if (!KEY1_STABLE) begin
                        KEY1_PRESSED <= 0;
                    end 
					else begin
                        KEY1_PRESSED <= KEY1_PRESSED;
                    end
                end
                default: begin
                    KEY2_PRESSED <= 0;	
                    KEY1_PRESSED <= 0;
							SSEC0 <= 0; SSEC1 <= 0;
							SMIN0 <= 0; SMIN1 <= 0;
							SHOUR0 <= 0; SHOUR1 <= 0;
							SDAY0 <= 2; SDAY1 <= 0;					  
                end
            endcase
        end 
		else begin
            SSEC0 <= 0; SSEC1 <= 0;
            SMIN0 <= 0; SMIN1 <= 0;
            SHOUR0 <= 0; SHOUR1 <= 0;
            SDAY0 <= 1; SDAY1 <= 0;
            KEY_CNT <= 0;
            KEY3_PRESSED <= 0;
            KEY2_PRESSED <= 0;
            KEY1_PRESSED <= 0;
        end
    end
endmodule
==> ./run.sh <==
#!/bin/bash
# OpenROAD 26Q1-2900-gdf79404cd8, Yosys 0.63+post, stock flow scripts
make -C /OpenROAD-flow-scripts/flow DESIGN_CONFIG=/design/flow/config.mk WORK_HOME=/design/flow/orfs finish
==> ./config.mk <==
export PLATFORM = sky130hd
export DESIGN_NAME = DIGITALCLOCK
export DESIGN_NICKNAME = DIGITALCLOCK
export VERILOG_FILES = /design/flow/design.v
export SDC_FILE = /design/flow/constraint.sdc
export NUM_CORES = 4
export LEC_CHECK = 1
export CORE_UTILIZATION = 30
==> ./constraint.sdc <==
current_design DIGITALCLOCK

set clk_period 8.3
set clk_io_pct 0.2

create_clock -name clk0 -period $clk_period [get_ports {CLK}]

set non_clock_inputs [all_inputs -no_clocks]
set_input_delay [expr $clk_period * $clk_io_pct] -clock clk0 $non_clock_inputs
set_output_delay [expr $clk_period * $clk_io_pct] -clock clk0 [all_outputs]
==> flow_metrics.env <==
# source this file to load flow results
export IMPL_status="completed"
export IMPL_final_core_util_pct=34.66
export IMPL_synth_flops=128
export IMPL_antenna_left=0
export IMPL_fmax_mhz=197.6
export IMPL_track_usage_pct=14.26
export IMPL_postCtsSetupRepairBufs=0
export IMPL_dr_total_vias=8748
export IMPL_worstPathArrival_ns=3.40
export IMPL_slew_headroom_pct=39.09
export IMPL_max_cap_violations=0
export IMPL_post_route_drc_count=0
export IMPL_io_buffers=61
export IMPL_io_pins=62
export IMPL_core_area_um2=33450
export IMPL_htree_levels=3
export IMPL_syn_cell_area_um2=10160
export IMPL_path_clk_slew_ns=0.08
export IMPL_endpoint_kind="primary output"
export IMPL_fill_cells=3327
export IMPL_wirelength_um=23620
export IMPL_fin_crit_sh_pct=60.96
export IMPL_use_met2_pct=22.52
export IMPL_grt_busiest_layer="met2"
export IMPL_syn2layout_area_growth_pct=14.09
export IMPL_cts_tree="yes"
export IMPL_syn_inst=1183
export IMPL_avgSynthCellArea_um2=8.590
export IMPL_diodes=0
export IMPL_met1_usage_pct=21.97
export IMPL_ff_type="dfrtp_1"
export IMPL_fin_setup_tns_ns=0
export IMPL_grt_max_degree=48
export IMPL_period_minus_slack_ns=5.060
export IMPL_edf_count=0
export IMPL_ir_drop_v=0.0001017
export IMPL_num_rows=67
export IMPL_hold_violations=0
export IMPL_worstPathMaxFanout=25
export IMPL_grt_remaining_overflow=0
export IMPL_wire_per_inst_um=14.07
export IMPL_drt_vias_per_instance=5.213
export IMPL_yosys_warnings=3
export IMPL_hold_path_class="flop to flop"
export IMPL_worst_slew_pin_slew_ns=0.8882
export IMPL_clock_skew_ns=0.01469
export IMPL_final_setup_viol_count=0
export IMPL_unconstrained_endpoints=38
export IMPL_r2r_setup_slack_ns=4.87
export IMPL_fp_util_pct=30.38
export IMPL_critPathLaunchType="flop"
export IMPL_antenna_found_initial=0
export IMPL_grt_pass1_wl_um=40050
export IMPL_fp_dieW_um=186.1
export IMPL_root_buffer="clkbuf_16"
export IMPL_power_leakage_uw=0.005139
export IMPL_rsz0062_at_grt="false"
export IMPL_yosys_area_um2=10160
export IMPL_clk_latency_ns=0.36
export IMPL_powerDensity_nw_per_um2=83.72
export IMPL_tool_warnings=100
export IMPL_slew_violations=0
export IMPL_cp_required_ns=6.64
export IMPL_drt_initial_drc_count=437
export IMPL_drive_above_1_share_pct=6.992
export IMPL_dp_hpwl_um=16800
export IMPL_unclocked_regs=38
export IMPL_first_pass_iters=4
export IMPL_grt_pass1_vias=8085
export IMPL_cts_hold_buf=0
export IMPL_yosysUniqueCellTypes=75
export IMPL_cts_made_buffers=9
export IMPL_cts_resized=0
export IMPL_async_flop_share_pct=100.0
export IMPL_gp_congestion=0.8978
export IMPL_ys_cells=1183
export IMPL_largest_registers="CNT: 25 flops, TS.CLK_CNT: 25 flops"
export IMPL_criticalPathCategory="flop to primary output"
export IMPL_met3_usage_pct=1.176
export IMPL_die_area_um2=34610
export IMPL_cts_path_max_buffers=2
export IMPL_ys_seq_share_pct=31.58
export IMPL_die_h_um=186.1
-- worst paths after layout --
kind,cells past startpoint,start,to
worst max-delay path,8,MODE$_DFFE_PN0N_,SEG0[5]
worst min-delay path,0,TS.KEY1_SYNC0$_DFF_PN0_,TS.KEY1_SYNC1$_DFF_PN0_
worst max register to register,5,CNT[8]$_DFF_PN0_,DAY1[0]$_DFFE_PN0P_
worst min register to register,0,TS.KEY1_SYNC0$_DFF_PN0_,TS.KEY1_SYNC1$_DFF_PN0_
max in group asynchronous,2,RSTN,TS.CLK_CNT[23]$_DFF_PN0_
min in group asynchronous,1,RSTN,CNT[9]$_DFF_PN0_
-- critical path, stage by stage (launching register included) --
cell	delay (ns)
dfrtp_2	0.76
buf_4	0.49
mux2i_1	0.57
inv_1	0.18
ha_1	0.26
nand2_1	0.10
o21ai_0	0.09
a22o_1	0.19
clkdlybuf4s50_1	0.40
-- cells in the mapped netlist, types with 5 or more instances --
| cell type | count | area [um^2] |
|---|---|---|
| a22oi_1 | 8 | 60.06 |
| dfrtp_1 | 123 | 3078 |
| a32o_1 | 11 | 110.1 |
| xor2_1 | 12 | 105.1 |
| and3_1 | 10 | 62.56 |
| dfstp_2 | 5 | 131.4 |
| nand3_1 | 49 | 245.2 |
| mux2_2 | 26 | 292.8 |
| mux2i_1 | 38 | 380.4 |
| or3_1 | 6 | 37.54 |
| a22o_1 | 12 | 105.1 |
| nor4_1 | 9 | 56.30 |
| buf_1 | 5 | 18.77 |
| clkbuf_1 | 41 | 153.9 |
| or4_1 | 5 | 37.54 |
| nand3b_1 | 9 | 67.56 |
| a21oi_1 | 54 | 270.3 |
| ha_1 | 102 | 1276 |
| nor2_1 | 102 | 382.9 |
| and3b_1 | 7 | 61.31 |
| o21ai_0 | 66 | 330.3 |
| a21o_1 | 12 | 90.09 |
| nand4_1 | 19 | 118.9 |
| inv_1 | 71 | 266.5 |
| nor3_1 | 24 | 120.1 |
| or2_2 | 6 | 37.54 |
| a31oi_1 | 12 | 75.07 |
| a211oi_1 | 13 | 97.59 |
| o32ai_1 | 5 | 43.79 |
| nand2_1 | 120 | 450.4 |
| o31ai_1 | 14 | 105.1 |
| nor4b_1 | 6 | 52.55 |
| nor2b_1 | 15 | 93.84 |
| xnor2_1 | 32 | 280.3 |
| nand2b_1 | 8 | 50.05 |
| and4_1 | 6 | 52.55 |
| o22ai_1 | 31 | 193.9 |
| and2_1 | 15 | 93.84 |
-- metal layers --
metal  vias up  routed length [um]
met5         -                   0
met3        28                 647
met1      4209               11990
li1       4382                   -
met2       129               10690
met4         0                 295
-- logic make-up (layout without fill, tap and decap cells) --
| kind of cell | Yosys count | count (layout) | synth area share, % |
|---|---|---|---|
| and+or+nand+nor | 430 | 430 | 21.05 |
| AOI/OAI and AO/OA | 290 | 290 | 18.90 |
| DFF | 128 | 128 | 31.58 |
| buffers and inverters | 120 | 167 | 4.457 |
| adders and majority gates | 102 | 102 | 12.56 |
| muxes | 69 | 69 | 7.658 |
| xor gates and xnor gates | 44 | 44 | 3.792 |
-- power by group --
| group | internal [uW] | switching [uW] | leakage (uW) |
|---|---|---|---|
| Sequential | 446 | 8.95 | 0.00166 |
| Clock | 242 | 205 | 0.000152 |
| Combinational | 22.6 | 46.3 | 0.00333 |
-- stage by stage --
step	hold WS (ns)	cells	power [uW]	area, um^2	worst slack [ns]
final	0.3511	1678	970.6	11590	3.240
after detailed placement	0.3364	1662	532.6	11280	3.649
after CTS	0.3538	1678	982.8	11590	3.256
after global placement	0.3336	1662	531.9	11280	3.703
after global routing	0.3686	1678	1009	11590	3.068
after floorplan	0.3312	1183	501.3	10160	4.303
-- cell usage in the layout (no fill, tap or decap), types with 19 or more instances in the layout --
| master | n |
|---|---|
| o21ai_0 | 66 |
| nand2_1 | 120 |
| nand4_1 | 19 |
| mux2i_1 | 38 |
| nor3_1 | 24 |
| o22ai_1 | 31 |
| nor2_1 | 102 |
| buf_4 | 19 |
| clkdlybuf4s50_1 | 59 |
| nand3_1 | 49 |
| mux2_2 | 26 |
| a21oi_1 | 54 |
| xnor2_1 | 32 |
| inv_1 | 71 |
| dfrtp_1 | 122 |
| ha_1 | 102 |
-- cell type report --
class / count / area (um^2) / area share [%]
Timing Repair Buffer: 79 / 738.2 / 6.367
Multi-Input combinational cell: 935 / 6500 / 56.07
Sequential cell: 128 / 3211 / 27.69
Clock buffer: 9 / 225.2 / 1.943
Clock inverter: 7 / 88.84 / 0.7662
Tap cell: 448 / 560.5 / 4.835
Inverter: 72 / 270.3 / 2.331
Power figures rest on the tool's default switching activity, not on a simulated workload.
