<file path="design/flow/run.sh">
#!/bin/bash
# OpenROAD 26Q1-2900-gdf79404cd8, Yosys 0.63+post, stock flow scripts
make -C /OpenROAD-flow-scripts/flow DESIGN_CONFIG=/design/flow/config.mk WORK_HOME=/design/flow/orfs finish
</file>
<file path="design/flow/config.mk">
export PLATFORM = sky130hd
export DESIGN_NAME = OUTPUT
export DESIGN_NICKNAME = OUTPUT
export VERILOG_FILES = /design/flow/design.v
export SDC_FILE = /design/flow/constraint.sdc
export NUM_CORES = 4
export LEC_CHECK = 1
export CORE_AREA = 10 10 95 95
export DIE_AREA = 0 0 105 105
</file>
<file path="design/flow/constraint.sdc">
current_design OUTPUT

set clk_period 2.1
set clk_io_pct 0.2

create_clock -name clk0 -period $clk_period

set non_clock_inputs [all_inputs -no_clocks]
set_input_delay [expr $clk_period * $clk_io_pct] -clock clk0 $non_clock_inputs
set_output_delay [expr $clk_period * $clk_io_pct] -clock clk0 [all_outputs]
</file>
<file path="design/flow/design.v">
module OUTPUT(
    input TIMER_MODE,
    input ALARM_MODE,
    input SET_MODE,
    input SW_ACTIVE,
    input [3:0] TSEC0, TSEC1, TMIN0, TMIN1, THOUR0, THOUR1,
    input [3:0] ASEC0, ASEC1, AMIN0, AMIN1, AHOUR0, AHOUR1, ADAY0, ADAY1,
    input [3:0] SSEC0, SSEC1, SMIN0, SMIN1, SHOUR0, SHOUR1, SDAY0, SDAY1,
    input [3:0] SW_SEC0, SW_SEC1, SW_MIN0, SW_MIN1, SW_HOUR0, SW_HOUR1, SW_DAY0, SW_DAY1,
    input [3:0] SEC0, SEC1, MIN0, MIN1, HOUR0, HOUR1, DAY0, DAY1,
    output [3:0] OUT0, OUT1, OUT2, OUT3, OUT4, OUT5, OUT6, OUT7
);
    assign OUT0 = (TIMER_MODE) ? TSEC0 : (ALARM_MODE) ? ASEC0 : (SET_MODE) ? SSEC0 : (SW_ACTIVE) ? SW_SEC0 : SEC0;
    assign OUT1 = (TIMER_MODE) ? TSEC1 : (ALARM_MODE) ? ASEC1 : (SET_MODE) ? SSEC1 : (SW_ACTIVE) ? SW_SEC1 : SEC1;
    assign OUT2 = (TIMER_MODE) ? TMIN0 : (ALARM_MODE) ? AMIN0 : (SET_MODE) ? SMIN0 : (SW_ACTIVE) ? SW_MIN0 : MIN0;
    assign OUT3 = (TIMER_MODE) ? TMIN1 : (ALARM_MODE) ? AMIN1 : (SET_MODE) ? SMIN1 : (SW_ACTIVE) ? SW_MIN1 : MIN1;
    assign OUT4 = (TIMER_MODE) ? THOUR0 : (ALARM_MODE) ? AHOUR0 : (SET_MODE) ? SHOUR0 : (SW_ACTIVE) ? SW_HOUR0 : HOUR0;
    assign OUT5 = (TIMER_MODE) ? THOUR1 : (ALARM_MODE) ? AHOUR1 : (SET_MODE) ? SHOUR1 : (SW_ACTIVE) ? SW_HOUR1 : HOUR1;
    assign OUT6 = (TIMER_MODE) ? 4'b0000 : (ALARM_MODE) ? ADAY0 : (SET_MODE) ? SDAY0 : (SW_ACTIVE) ? SW_DAY0 : DAY0;
    assign OUT7 = (TIMER_MODE) ? 4'b0000 : (ALARM_MODE) ? ADAY1 : (SET_MODE) ? SDAY1 : (SW_ACTIVE) ? SW_DAY1 : DAY1;
endmodule 
</file>
==> CHANGELOG.md <==
## Flow update

* Run status: completed
* DIE AREA at 11030 um^2
* Slew headroom at 0.8436
* Synth top cells by count: 29 x o22ai_1, 24 x a21oi_1, 24 x mux2_2
* Final non-filler cell total at 458
* Fraction of layout instances using a drive strength above 1 at 0.3204
* Clock buffer count at 0
* N_diodes at 0
* Final hold violations at 0
* Max Fclk at 491.1 MHz
* Cell Pwr Density at 194.6 nW/um^2
* P_leak at 1.352 nW
* Post-synth seq share at 0
* Pre-antenna DRT Iters at 4
* Clock period minus worst slack at 2036 ps
* Cell count listed in synth_stat.txt at 154
* Routed wire length at 8.767 mm
* Startpoint class of the critical path: input port
* First-pass GRT wire length at 13.05 mm
* Most frequent cell after synthesis: o22ai_1
* CP Class: in2out
* Crit path cell chain: buf_2 > or3_4 > buf_16 > buf_4 > o22ai_2 > a21oi_1 > buf_2
* Flop area at 0 um^2
* Post-Syn Area at 1196 um^2
* Most used cell, CP: buf_2
* Final routed DRC violation total at 0
* Area grow syn2layout at 188.0%
* CP max stage delay at 490 ps
* Hold_ws at 1260 ps
* Vias at 2107
* Post-route cell area at 3445 um^2
* DR vias/cell at 4.600
* Synth cell types at 18
* Arrival @ worst endpoint at 1620 ps
* Unrepaired setup endpoints after global routing: no
* Die y size at 105 um
* Post-route ant nets at 0
* Period utilisation layout at 0.9696
* Core box area at 6907 um^2
* Pin count of the biggest net entering global routing at 25
* Max-cap violations at 0
* GPL Wtd Cong at 0.8798
* Hold crit path type: in2out
* Post-Syn Area per Cell at 7.767 um^2
* Final setup viols at 0
* # rows at 30
* Area post-placement at 3263 um^2
* Cell taking the most area after synthesis: mux2_2
* Post-synthesis cell count at 154
* Crit Path Max Fanout at 5
* Max VDD drop at 77.04 uV
* Io pins at 188
* Global Route Usage Sum at 0.1460
* Worst-Margin Slew at 233.3 ps
* IO Port Bufs at 188
* Setup crit end kind: output port
* Log Warnings at 32
* Ys Warns at 0
* Initial antenna violation count at 0
* Post-synth top area share at 0.2259
* Flop count at 0
* Core Density at Floorplan at 0.1732
* Critical path's slowest cell: or3_4
* Dpl hpwl at 7.204 mm
* Routed len/inst at 19.14 um
* Final Max Slew Viols at 0
* Number of DRC markers in iteration 0 at 41
* Top cells by area: mux2_2 23%, o22ai_2 21%, o22ai_1 15%, a21oi_1 10%, o2bb2ai_1 5.1%
* Die X at 105 um
* Req. time, crit path at 1680 ps
* Yosys stat area at 1196 um^2
* Vias in the first global route at 2145
* Grt total ovfl at 0
* Placed cells at 438
## through the flow
step / util / setup WS (ps) / TNS [ps] / power [mW]
final: 0.4987 / 63.79 / 0 / 0.6705
after global placement: 0.4725 / -431.9 / -12210 / 0.6679
after CTS: 0.4931 / 0.9022 / 0 / 0.6702
after global routing: 0.4987 / 10.21 / 0 / 0.7213
after floorplan: - / 486.2 / 0 / 0.2022
after detailed placement: 0.4725 / -459.2 / -12600 / 0.6691
## final cells by class
cell class                 count  area [um^2]
timing repair buffer         226         2202
fill                         668         3462
inverter                       3        13.76
tap                           96        120.1
multi-input combinational    133         1109
## where the power goes
part	switching, mW	leakage [nW]	internal (mW)	total (mW)
Clock	0	0	0	0
Combinational	0.200	1.35	0.471	0.670
Sequential	0	0	0	0
Total	0.200	1.35	0.471	0.670
## cells by family (layout without fill, tap and decap cells)
logic type	Yosys count	in the layout	synth area share
mux	24	24	0.2259
buf+inv	21	229	0.1161
compound gates	96	96	0.5962
simple gates	13	13	0.06172
## cells in the final DEF, fill, tap and decap left out, drive strengths merged
master | Yosys | routed
nor2 | 2 | 2
inv | 3 | 3
o21ai | 8 | 8
nor2b | 8 | 8
nand2b | 1 | 1
buf | 15 | 59
clkdlybuf4s50 | 0 | 152
clkdlybuf4s15 | 0 | 1
o22ai | 49 | 49
dlygate4sd2 | 0 | 8
clkbuf | 3 | 2
a21oi | 24 | 24
o2bb2ai | 7 | 7
mux2 | 24 | 24
or3 | 1 | 1
dlymetal6s2s | 0 | 4
nand2 | 1 | 1
a211oi | 8 | 8
## worst max-delay path: cells and delay by family
family                 cells  cell delay [ps]
AOI/OAI and AO/OA          2              160
and+or+nand+nor            1              490
buffers and inverters      4              530
## layer usage
layer  global-route usage  routed length, um
met1               0.1788               3741
met2               0.2607               4355
met3              0.03727                608
met4             0.008824                 61
met5                    0                  0
## timing repair
item | CTS | global route
pin swaps | 10 | 5
resized | 92 | 10
buffers inserted | 13 | 4
setup endpoints to repair | 32 | 26
cloned | 3 | 0
hold buffers | 0 | 0
## worst paths after layout
kind              endpoint  cells after the start       start  slack, ps
setup / recovery   OUT2[0]                      7  ALARM_MODE         60
hold / removal     OUT7[2]                      4  TIMER_MODE       1260
No activity file was given, so power comes from the tool's default toggle rates.
