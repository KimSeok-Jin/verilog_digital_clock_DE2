==> ./design.v <==
module TIMER (
    TSEC0, TSEC1, TMIN0, TMIN1, THOUR0, THOUR1,  
    CLK, RSTN, KEY3, KEY2, KEY1, KEY0, SW3, SW5, POWER
);
   input CLK, RSTN, KEY3, KEY2, KEY1, KEY0, SW3, SW5;
   output reg [3:0] TSEC0, TSEC1, TMIN0, TMIN1, THOUR0, THOUR1;
   output reg [17:0] POWER;
   reg [1:0] KEY_CNT;
   reg [12:0] CLK_CNT;
   reg [31:0] remaining_time, total_time;   
   reg [4:0] div_time;
	reg TIMER_ACTIVE;
   reg KEY3_SYNC0, KEY3_SYNC1, KEY2_SYNC0, KEY2_SYNC1, KEY1_SYNC0, KEY1_SYNC1, KEY0_SYNC0, KEY0_SYNC1;
   reg KEY3_PRESSED, KEY2_PRESSED, KEY1_PRESSED, KEY0_PRESSED;
   wire KEY3_STABLE, KEY2_STABLE, KEY1_STABLE, KEY0_STABLE;
   assign KEY3_STABLE = KEY3_SYNC1;
   assign KEY2_STABLE = KEY2_SYNC1;
   assign KEY1_STABLE = KEY1_SYNC1;
   assign KEY0_STABLE = KEY0_SYNC1;
   task DECREMENT_TIME;
   begin
      if (THOUR1 == 4'b0 && THOUR0 == 4'b0 && 
          TMIN1 == 4'b0 && TMIN0 == 4'b0 && 
          TSEC1 == 4'b0 && TSEC0 == 4'b0) begin
         TIMER_ACTIVE <= 1'b0;  
      end else begin
         if (TSEC0 == 4'b0) begin
            if (TSEC1 == 4'b0) begin
               TSEC1 <= 4'b0101;
               TSEC0 <= 4'b1001;
               if (TMIN0 == 4'b0) begin
                  if (TMIN1 == 4'b0) begin
                     TMIN1 <= 4'b0101;
                     TMIN0 <= 4'b1001;
                     if (THOUR0 == 4'b0) begin
                        if (THOUR1 != 4'b0) begin
                           THOUR1 <= THOUR1 - 4'b1;
                           THOUR0 <= 4'b1001;
                        end
                     end else begin
                        THOUR0 <= THOUR0 - 4'b1;
                     end
                  end else begin
                     TMIN1 <= TMIN1 - 4'b1;
                     TMIN0 <= 4'b1001;
                  end
               end else begin
                  TMIN0 <= TMIN0 - 4'b1;
               end
            end else begin
               TSEC1 <= TSEC1 - 4'b1;
               TSEC0 <= 4'b1001;
            end
         end else begin
            TSEC0 <= TSEC0 - 4'b1;
         end
      end
   end
   endtask
   always @(posedge CLK, negedge RSTN) begin
      if (!RSTN) begin
         {KEY3_SYNC0, KEY3_SYNC1, KEY2_SYNC0, KEY2_SYNC1, KEY1_SYNC0, KEY1_SYNC1, KEY0_SYNC0, KEY0_SYNC1} <= 0;
         TMIN0 <= 4'b0; TMIN1 <= 4'b0;
         THOUR0 <= 4'b0; THOUR1 <= 4'b0;
         TSEC0 <= 4'b1; TSEC1 <= 4'b0;
         div_time<=0;
         remaining_time<=0; total_time<=0;
         TIMER_ACTIVE <= 1'b0;
         CLK_CNT <= 13'b0;
			POWER<=0;
         KEY_CNT <=0;
      end else begin
         KEY3_SYNC0 <= KEY3;
         KEY3_SYNC1 <= KEY3_SYNC0;
         KEY2_SYNC0 <= KEY2;
         KEY2_SYNC1 <= KEY2_SYNC0;
         KEY1_SYNC0 <= KEY1;
         KEY1_SYNC1 <= KEY1_SYNC0;
         KEY0_SYNC0 <= KEY0;
         KEY0_SYNC1 <= KEY0_SYNC0;
         if (KEY3_STABLE && !KEY3_PRESSED) begin
            KEY_CNT <= (KEY_CNT == 2'b10) ? 2'b0 : KEY_CNT + 2'b1;
            KEY3_PRESSED <= 1'b1;
         end else if (!KEY3_STABLE) begin
            KEY3_PRESSED <= 1'b0;
         end
         case (KEY_CNT)
            0: begin
               if (KEY2_STABLE && !KEY2_PRESSED) begin
                  if ((TSEC1 == 4'b0101) && (TSEC0 == 4'b1001)) begin
                     TSEC1 <= 4'b0;
                     TSEC0 <= 4'b0;
                  end else if (TSEC0 == 4'b1001) begin
                     TSEC1 <= TSEC1 + 4'b1;
                     TSEC0 <= 4'b0;
                  end else begin
                     TSEC0 <= TSEC0 + 4'b1;
                  end
                  KEY2_PRESSED <= 1'b1;
               end else if (!KEY2_STABLE) begin
                  KEY2_PRESSED <= 1'b0;
               end
               if (KEY1_STABLE && !KEY1_PRESSED) begin
                  if ((TSEC1 == 4'b0) && (TSEC0 == 4'b0)) begin
                     TSEC1 <= 4'b0101;
                     TSEC0 <= 4'b1001;
                  end else if (TSEC0 == 4'b0) begin
                     TSEC1 <= TSEC1 - 4'b1;
                     TSEC0 <= 4'b1001;
                  end else begin
                     TSEC0 <= TSEC0 - 4'b1;
                  end
                  KEY1_PRESSED <= 1'b1;
               end else if (!KEY1_STABLE) begin
                  KEY1_PRESSED <= 1'b0;
               end
            end
            1: begin
               if (KEY2_STABLE && !KEY2_PRESSED) begin
                  if ((TMIN1 == 4'b0101) && (TMIN0 == 4'b1001)) begin
                     TMIN1 <= 4'b0;
                     TMIN0 <= 4'b0;
                  end else if (TMIN0 == 4'b1001) begin
                     TMIN1 <= TMIN1 + 4'b1;
                     TMIN0 <= 4'b0;
                  end else begin
                     TMIN0 <= TMIN0 + 4'b1;
                  end
                  KEY2_PRESSED <= 1'b1;
               end else if (!KEY2_STABLE) begin
                  KEY2_PRESSED <= 1'b0;
               end
               if (KEY1_STABLE && !KEY1_PRESSED) begin
                  if ((TMIN1 == 4'b0) && (TMIN0 == 4'b0)) begin
                     TMIN1 <= 4'b0101;
                     TMIN0 <= 4'b1001;
                  end else if (TMIN0 == 4'b0) begin
                     TMIN1 <= TMIN1 - 4'b1;
                     TMIN0 <= 4'b1001;
                  end else begin
                     TMIN0 <= TMIN0 - 4'b1;
                  end
                  KEY1_PRESSED <= 1'b1;
               end else if (!KEY1_STABLE) begin
                  KEY1_PRESSED <= 1'b0;
               end
            end
            2: begin
               if (KEY2_STABLE && !KEY2_PRESSED) begin
                  if ((THOUR1 == 4'b1001) && (THOUR0 == 4'b1001)) begin
                     THOUR1 <= 4'b0;
                     THOUR0 <= 4'b0;
                  end else if (THOUR0 == 4'b1001) begin
                     THOUR1 <= THOUR1 + 4'b1;
                     THOUR0 <= 4'b0;
                  end else begin
                     THOUR0 <= THOUR0 + 4'b1;
                  end
                  KEY2_PRESSED <= 1'b1;
               end else if (!KEY2_STABLE) begin
                  KEY2_PRESSED <= 1'b0;
               end
               if (KEY1_STABLE && !KEY1_PRESSED) begin
                  if ((THOUR1 == 4'b0) && (THOUR0 == 4'b0)) begin
                     THOUR1 <= 4'b1001;
                     THOUR0 <= 4'b1001;
                  end else if (THOUR0 == 4'b0) begin
                     THOUR1 <= THOUR1 - 4'b1;
                     THOUR0 <= 4'b1001;
                  end else begin
                     THOUR0 <= THOUR0 - 4'b1;
                  end
                  KEY1_PRESSED <= 1'b1;
               end else if (!KEY1_STABLE) begin
                  KEY1_PRESSED <= 1'b0;
               end
            end
         endcase
         if (KEY0_STABLE && !KEY0_PRESSED) begin
            if (SW5) begin
               if (!TIMER_ACTIVE) begin
                  KEY_CNT<=0;
                  total_time <= (THOUR1 * 10 * 3600 + THOUR0 * 3600 + TMIN1 * 10 * 60 + TMIN0 * 60 + TSEC1 * 10 + TSEC0)/18;
               end
					TIMER_ACTIVE <= ~TIMER_ACTIVE;
            end
            KEY0_PRESSED <= 1'b1;
         end else if (!KEY0_STABLE) begin
            KEY0_PRESSED <= 1'b0;
         end
         if (!SW5) begin
            TIMER_ACTIVE <= 1'b0;
            KEY_CNT<=0;
            POWER<=0;
            TSEC0 <= 4'b0; TSEC1 <= 4'b0;
            TMIN0 <= 4'b0; TMIN1 <= 4'b0;
            THOUR0 <= 4'b0; THOUR1 <= 4'b0;
         end
         if (TIMER_ACTIVE && SW5) begin
            if (SW3) begin
					if (CLK_CNT>50) CLK_CNT<=0;
               else if (CLK_CNT == 13'd50) begin
                  CLK_CNT <= 0;
                  DECREMENT_TIME;  
                  POWER_LED;
               end else begin
                  CLK_CNT <= CLK_CNT + 13'b1;
               end
            end else begin
               if (CLK_CNT == 13'd5000) begin 
                  CLK_CNT <= 0;
                  DECREMENT_TIME;  
                  POWER_LED;
               end else begin
                  CLK_CNT <= CLK_CNT + 13'b1;
               end
            end
         end
      end
   end
   task POWER_LED;
   begin
      remaining_time = THOUR1 * 10 * 3600 + THOUR0 * 3600 + TMIN1 * 10 * 60 + TMIN0 * 60 + TSEC1 * 10 + TSEC0;
      if ((THOUR1 == 0)&&(THOUR0 == 0)&&(TMIN1 == 0)&&(TMIN0 == 0)&&(TSEC1 == 0)&&(TSEC0 == 0)) begin
			POWER<=0;
      end else begin
			if (remaining_time<= total_time) div_time=0;
			else if (remaining_time<= 2*total_time) div_time=1;
			else if (remaining_time<= 3*total_time) div_time=2;
			else if (remaining_time<= 4*total_time) div_time=3;
			else if (remaining_time<= 5*total_time) div_time=4;
			else if (remaining_time<= 6*total_time) div_time=5;
			else if (remaining_time<= 7*total_time) div_time=6;
			else if (remaining_time<= 8*total_time) div_time=7;
			else if (remaining_time<= 9*total_time) div_time=8;
			else if (remaining_time<= 10*total_time) div_time=9;
			else if (remaining_time<= 11*total_time) div_time=10;
			else if (remaining_time<= 12*total_time) div_time=11;
			else if (remaining_time<= 13*total_time) div_time=12;
			else if (remaining_time<= 14*total_time) div_time=13;
			else if (remaining_time<= 15*total_time) div_time=14;
			else if (remaining_time<= 16*total_time) div_time=15;
			else if (remaining_time<= 17*total_time) div_time=16;
			else if (remaining_time<= 18*total_time) div_time=17;
			else if (remaining_time<= 19*total_time) div_time=18;
			else div_time=0;
         case (div_time)
            18: POWER <= 18'b111111111111111111;
            17: POWER <= 18'b111111111111111110;
            16: POWER <= 18'b111111111111111100;
            15: POWER <= 18'b111111111111111000;
            14: POWER <= 18'b111111111111110000;
            13: POWER <= 18'b111111111111100000;
            12: POWER <= 18'b111111111111000000;
            11: POWER <= 18'b111111111110000000;
            10: POWER <= 18'b111111111100000000;
             9: POWER <= 18'b111111111000000000;
             8: POWER <= 18'b111111110000000000;
             7: POWER <= 18'b111111100000000000;
             6: POWER <= 18'b111111000000000000;
             5: POWER <= 18'b111110000000000000;
             4: POWER <= 18'b111100000000000000;
             3: POWER <= 18'b111000000000000000;
             2: POWER <= 18'b110000000000000000;
             1: POWER <= 18'b100000000000000000;
             0: POWER <= 18'b000000000000000000;				
				default: POWER<=0; 
         endcase
      end
   end
   endtask
endmodule
==> ./run.sh <==
#!/bin/bash
# OpenROAD 26Q1-2900-gdf79404cd8, Yosys 0.63+post, stock flow scripts
make -C /OpenROAD-flow-scripts/flow DESIGN_CONFIG=/design/flow/config.mk WORK_HOME=/design/flow/orfs finish
==> ./config.mk <==
export PLATFORM = sky130hd
export DESIGN_NAME = TIMER
export DESIGN_NICKNAME = TIMER
export VERILOG_FILES = /design/flow/design.v
export SDC_FILE = /design/flow/constraint.sdc
export NUM_CORES = 4
export LEC_CHECK = 1
export CORE_UTILIZATION = 40
==> ./constraint.sdc <==
current_design TIMER

set clk_period 19.1
set clk_io_pct 0.2

create_clock -name clk0 -period $clk_period [get_ports {CLK}]

set non_clock_inputs [all_inputs -no_clocks]
set_input_delay [expr $clk_period * $clk_io_pct] -clock clk0 $non_clock_inputs
set_output_delay [expr $clk_period * $clk_io_pct] -clock clk0 [all_outputs]
==> out/summary.txt <==
Total track usage -> 0.240
Clk buf depth -> 2
CTS tree -> yes
Fmax achieved -> 69.7 MHz
Area growth syn-to-layout -> 7.59%
YS chip area -> 0.0276 mm²
Hold depth -> 0
CTS H-tree lvls -> 3
Filler cells -> 6710
Layout cell share with drive strength beyond 1 -> 0.0427
DRC errors left -> 0
CP startpoint kind -> flip-flop
Die W -> 265 µm
Clock Pin Slew Worst Setup and Hold Paths -> 0.09 ns
Initial Util -> 0.407
Vias per cell -> 5.66
DR iter-0 viols -> 1313
Worst hold start -> KEY2_SYNC0
Largest net degree at the start of global routing -> 50
Syn Inst Count -> 3377
CTS Buf Count -> 9
Syn_area_per_cell -> 8.17 µm²
EDFF count, synth -> 4
CP Data Required Time -> 19.37 ns
Async S/R FF share, synth -> 0.954
Tool warnings -> 89
Final Util -> 0.438
Final slew viol count -> 0
Core Area -> 0.0678 mm²
Clock sinks -> 87
Critical path class -> reg2reg
Ports -> 50
Final setup TNS -> 0 ns
GRT overflow -> 0
Max-Cap Viols -> 0
Final setup violation count -> 0
Synth top cells by count -> ha_1, inv_1, a21oi_1
Synthesis Warnings -> 1
Reg2Reg Capture Point -> total_time[1]
Pre-antenna DRT Iters -> 5
R2R setup slack -> 4.75 ns
Port buffer count -> 49
Ys flop type -> dfrtp_1
Outcome -> completed
Antenna Nets Post-Route -> 0
Routing usage on met3 -> 0.0183
Hpwl dp -> 65300 µm
Crit path max-delay family -> AND-OR/OR-AND gates
Routed WL -> 80700 µm
Num rows -> 95
Count leader, synth -> ha_1
Die area -> 0.0700 mm²
Critical-path top delay cell -> nor4_2
Grt met2 use -> 0.406
PostCTS Resize Cnt -> 0
Vias in the first global route -> 24300
Arrival time at the worst endpoint -> 14.62 ns
Final cycle utilization of the critical path -> 0.751
Setup Fix Bufs, Post-CTS -> 0
# hold bufs at CTS -> 0
Clock Skew -> 0.0228 ns
Routed wire length per instance -> 18.7 µm
Endpoint, Worst Hold -> KEY2_SYNC1
Yosys cell count -> 3377
First-pass GRT wire length -> 130000 µm
Cells on worst reg2reg path -> 50
Hold Crit Class -> reg2reg
Root Buffer -> clkbuf_16
GRT met1 Usage -> 0.334
DIE HEIGHT -> 265 µm
Ys flops -> 87
Most Crowded Layer GR -> met2
Slowest cell delay on critical path -> 0.67 ns
Worst Path Buf+Inv -> 6
Most used cell along the critical path -> ha_1
Clk Latency, worst-skew pair -> 0.39 ns
Initial antenna violation count -> 2
Final min period -> 14.35 ns
Final GP Congestion -> 0.969
Diode count -> 0
Critical-path maximum fanout -> 37
Worst slew margin -> 0.418
Area leader, netlist -> ha_1
Slew @ Worst Pin -> 0.871 ns
RSZ-0062 raised after global routing -> false
Synth top area share -> 0.304
Worst reg2reg startpoint -> TMIN1[1]
Synth Seq Share -> 0.0797
Hold Fails Final Rpt -> 0
Total number of vias -> 24400
Mapped Area -> 0.0276 mm²
CP Capture Type -> flip-flop
Unique masters post-synth -> 106
Top cells by area -> ha_1, fa_1, dfrtp_1, inv_1, a21oi_1
## how the worst max path moves through the flow
stage | startpoint | to | slack [ns] | cells past startpoint
CTS | TMIN1[1] | total_time[1] | 4.86 | 49
global route | TMIN1[1] | total_time[1] | 3.81 | 50
finish | TMIN1[1] | total_time[1] | 4.75 | 50
## final cells by class
class	instances	area (µm²)	share of cell area
Multi-Input combinational cell	2782	23500	0.791
Sequential cell	87	2200	0.0741
Inverter	453	1700	0.0573
Tap cell	873	1090	0.0368
Timing Repair Buffer	106	916	0.0309
Clock buffer	9	225	0.00759
Clock inverter	7	80.1	0.00270
## metal layers
layer | share of wire | wire length, µm
met5 | 0.00016 | 13
met4 | 0.030 | 2410
met3 | 0.040 | 3190
met2 | 0.48 | 38400
met1 | 0.45 | 36700
## flip-flops by register name (all words and copies together) (netlist names), 2 cells and up
name        count
TMIN1           4
TSEC0           4
TSEC1           4
KEY_CNT         2
THOUR1          4
TMIN0           4
total_time     17
THOUR0          4
POWER          18
CLK_CNT        13
## cells in the final DEF (no fill, tap or decap), drive strengths merged, types with 11 or more instances in the layout
cell type	count
ha	671
nor4	13
and3	22
xnor2	143
xor2	41
and2	25
inv	448
a21oi	283
a211oi	28
nor3	45
nor2	130
nand3	92
a31oi	37
or3	14
mux2i	11
a21boi	11
o211ai	33
o21bai	36
nand2	178
o21ai	249
nand4	68
o21a	32
a31o	16
nor2b	63
fa	138
dfrtp	82
a21o	130
clkdlybuf4s50	48
clkinv	11
nand2b	81
or2	11
buf	58
o22ai	17
## per-stage QoR
| step | hold WS [ns] | setup slack [ns] | cell area (µm²) | cells |
|---|---|---|---|---|
| 2_1_floorplan | 0.331 | 6.49 | 27600 | 3377 |
| 3_3_place_gp | 0.331 | 5.04 | 29400 | 4301 |
| 3_5_place_dp | 0.335 | 4.91 | 29400 | 4301 |
| 4_1_cts | 0.351 | 4.86 | 29700 | 4317 |
| 5_1_grt | 0.368 | 3.81 | 29700 | 4317 |
| 6_report | 0.350 | 4.75 | 29700 | 4317 |
## cells by family after synthesis
| logic type | after synthesis | share of synthesized area |
|---|---|---|
| DFF | 87 | 0.0797 |
| adders and majority gates | 817 | 0.407 |
| buffers and inverters | 508 | 0.0696 |
| and+or+nand+nor | 771 | 0.144 |
| xor gates and xnor gates | 184 | 0.0594 |
| AOI/OAI and AO/OA | 995 | 0.234 |
| muxes | 15 | 0.00590 |
## worst register-to-register path: cells and delay by family, from the launching register on
kind | cells | cell delay, ns
compound gates | 21 | 5.46
fa+ha+maj | 9 | 3.34
simple gates | 11 | 2.93
mux | 2 | 0.90
buf+inv | 6 | 0.69
flops | 1 | 0.50
xor+xnor | 1 | 0.42
